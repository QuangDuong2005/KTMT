==> /design/flow/design.v <==
module jpeg_idct_1d (
    input signed [31:0] in0, in1, in2, in3, in4, in5, in6, in7,  
    output signed [31:0] out0, out1, out2, out3, out4, out5, out6, out7  
);
    localparam integer C1 = 251;  
    localparam integer C2 = 237;  
    localparam integer C3 = 213;  
    localparam integer C4 = 181;  
    localparam integer C5 = 142;  
    localparam integer C6 = 98;   
    localparam integer C7 = 50;   
    wire signed [31:0] x0, x1, x2, x3, x4, x5, x6, x7, x8;
    assign out0 = (in0*C4 + in1*C1 + in2*C2 + in3*C3 + in4*C4 + in5*C5 + in6*C6 + in7*C7 + 256) >>> 9;
    assign out1 = (in0*C4 + in1*C3 + in2*C6 - in3*C7 - in4*C4 - in5*C1 - in6*C2 - in7*C5 + 256) >>> 9;
    assign out2 = (in0*C4 + in1*C5 - in2*C6 - in3*C1 - in4*C4 + in5*C7 + in6*C2 + in7*C3 + 256) >>> 9;
    assign out3 = (in0*C4 + in1*C7 - in2*C2 - in3*C5 + in4*C4 + in5*C3 - in6*C6 - in7*C1 + 256) >>> 9;
    assign out4 = (in0*C4 - in1*C7 - in2*C2 + in3*C5 + in4*C4 - in5*C3 - in6*C6 + in7*C1 + 256) >>> 9;
    assign out5 = (in0*C4 - in1*C5 - in2*C6 + in3*C1 - in4*C4 - in5*C7 + in6*C2 - in7*C3 + 256) >>> 9;
    assign out6 = (in0*C4 - in1*C3 + in2*C6 + in3*C7 - in4*C4 + in5*C1 - in6*C2 + in7*C5 + 256) >>> 9;
    assign out7 = (in0*C4 - in1*C1 + in2*C2 - in3*C3 + in4*C4 - in5*C5 + in6*C6 - in7*C7 + 256) >>> 9;
endmodule
==> /design/flow/run.sh <==
#!/bin/bash
# OpenROAD 26Q1-2900-gdf79404cd8, Yosys 0.63+post, stock flow scripts
make -C /OpenROAD-flow-scripts/flow DESIGN_CONFIG=/design/flow/config.mk WORK_HOME=/design/flow/orfs finish
==> /design/flow/config.mk <==
export PLATFORM = sky130hd
export DESIGN_NAME = jpeg_idct_1d
export DESIGN_NICKNAME = jpeg_idct_1d
export VERILOG_FILES = /design/flow/design.v
export SDC_FILE = /design/flow/constraint.sdc
export NUM_CORES = 4
export LEC_CHECK = 1
export CORE_UTILIZATION = 30
==> /design/flow/constraint.sdc <==
current_design jpeg_idct_1d

set clk_period 26.3
set clk_io_pct 0.2

create_clock -name clk0 -period $clk_period

set non_clock_inputs [all_inputs -no_clocks]
set_input_delay [expr $clk_period * $clk_io_pct] -clock clk0 $non_clock_inputs
set_output_delay [expr $clk_period * $clk_io_pct] -clock clk0 [all_outputs]
==> reports/metrics.yaml <==
status:
  status: "completed"
route:
  drcViolationCount: 0
  firstDrtPassIters: 7
  postRouteAntennaNets: 0
  wl_um: 456000
  post_drt_wl_per_cell_um: 23.1
  vias: 86600
  vias_per_cell: 4.39
  drt-initial-drc-count: 4049
yosys:
  netlist_logic_family_top: "adder cells"
  ys_sh_adder: 0.671
  synthesis.area_mm2: 0.126
  yosysMostFrequentCell: "inv_1"
  common_cells: "inv_1 (4779), fa_1 (2904), ha_1 (2135)"
  syn_inst: 13400
  ys_seq_frac: 0
  yosys_warnings: 0
  ys_area_mm2: 0.126
  synth_cell_types: 78
  ys_sh_xor: 0.0642
  ys_sh_mux: 0.0000792
  synth_top_area_share: 0.460
  syn-mean-instance-area_um2: 9.43
  synthSimpleGateAreaFrac: 0.0440
  largest_area_cell: "fa_1"
  ys_cells: 13400
  yosys.area_share.aoi: 0.0742
  topCellsByArea: "fa_1 (46%), ha_1 (21%), inv_1 (14%), xnor2_1 (4.5%), xor2_1 (1.8%)"
cells_and_area:
  seq_area_um2: 0
  seq_cell_count: 0
  nClkBuffers: 0
  drive_above_1_share: 0.0329
  post-route-util: 0.335
  area_growth_syn_to_layout_pct: 11.4
  layoutNonFillerInstCount: 19700
worst_hold_path:
  min_to: "out2[0]"
  hold_path.class: "input port to output pin"
  hold_path_depth: 7
  min_from: "in7[0]"
die:
  fp.dieW_um: 651
  initial_utilization: 0.301
  io_pins: 512
  die_y_um: 651
  fp-row-count: 238
  dieArea_mm2: 0.424
  core_area_mm2: 0.420
final_timing:
  min_period_over_period: 0.890
  drv_slew: 0
  worst_pin_slew_ns: 1.14
  hold-worst-slack_ns: 12.25
  setup_viol: 0
  maxSlewHeadroom: 0.237
  max_freq_mhz: 42.7
  setup_tns_ns: 0
  layout_min_cycle_time_ns: 23.41
  hold_violations: 0
  rsz0062_at_grt: "no"
power_and_ir_drop:
  p_sw_mw: 164
  cellPowerDensity_mw_per_mm2: 2140
  p_leak_nw: 76.0
  worst_ir_drop_vdd_v: 0.00638
  p_sw_frac: 0.544
  p_int_mw: 138
  power_mw: 302
global_routing:
  grt_pass1_wl_um: 658000
  grt_pass1_vias: 92700
  antenna_found_initial: 57
  grt_use_total: 0.232
  grt_max_degree: 17
  overflow: 0
critical_path:
  critical_path_arrival_ns: 18.15
  crit_fanout: 10
  cpMostUsedCell: "a21oi_1"
  crit_path_max_incr_delay_ns: 0.95
  critical_path_class: "input port to output pin"
  required_ns: 21.04
  crit_buf_inv: 8
  slowest_stage: "clkdlybuf4s50_1"
  cpLargestDelayFamily: "adder cells"
  crit_path_start_kind: "input port"
  endpoint_kind: "output pin"
place:
  dp.cells: 19700
  port_buffers: 512
  hpwl_um: 434000
  gp_routability_congestion: 1.02
job:
  warning_count: 59
  drv_cap: 0
cts:
  hold_buffers: 0
  post-cts-setup-buffers: 0
  cts_resized: 0
[metal layers]
layer,vias to the layer above,part of all wire,GRT usage
met3,486,0.076,0.0693
met5,-,0.00082,0.00543
li1,41600,-,-
met2,2616,0.48,0.376
met4,18,0.073,0.122
met1,42000,0.37,0.282
[final cells by class]
| type | instances | area, µm² |
|---|---|---|
| fill | 43100 | 279000 |
| multi-input combinational | 8546 | 108000 |
| inverter | 4779 | 17900 |
| timing repair buffer | 883 | 7910 |
| tap | 5520 | 6910 |
| antenna | 19 | 47.5 |
[cell families (layout without fill, tap and decap cells)]
group / count (synthesis) / in the layout
and+or+nand+nor: 1144 / 1144
other: 0 / 19
AOI/OAI and AO/OA: 1448 / 1448
xor gates and xnor gates: 914 / 914
adders and majority gates: 5039 / 5039
buffers and inverters: 4855 / 5662
muxes: 1 / 1
[worst max-delay path by stage]
stage | depth (start not counted) | slack [ns] | startpoint | end
global route | 43 | 2.04 | in2[3] | out0[27]
CTS | 43 | 2.76 | in2[3] | out0[29]
finish | 43 | 2.89 | in2[3] | out0[29]
[placed cells by master, fill, tap and decap left out, types with 111 or more instances in the layout]
master and n:
a21o_1 225, a21oi_1 450, buf_4 371, clkdlybuf4s50_1 512, fa_1 2904, ha_1 2135, inv_1 4779, nand2_1 203
nor2_1 381, nor3_1 111, o21a_1 119, o21ai_0 247, o21bai_1 117, xnor2_1 630, xor2_1 257
[through the flow]
| stage | worst slack, ns | area (µm²) |
|---|---|---|
| floorplan | 6.62 | 126000 |
| global placement | 2.95 | 141000 |
| detailed placement | 2.83 | 141000 |
| CTS | 2.76 | 141000 |
| global route | 2.04 | 141000 |
| finish | 2.89 | 141000 |
[power groups by stage]
stage | combinational, mW | sequential, mW | clock [mW]
after CTS | 302 | 0 | 0
after global routing | 327 | 0 | 0.0000000413
