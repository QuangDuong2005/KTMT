==> design.v <==
`timescale 1ns / 1ps
module jpeg_ycbcr_to_rgb #(
    parameter IMG_WIDTH = 2048
)(
    input  wire        clk,
    input  wire        rst_n,      
    input  wire        valid_in,
    input  wire [1:0]  subsample_mode,
    input  wire signed [8:0] y_idct,
    input  wire signed [8:0] cb_idct,
    input  wire signed [8:0] cr_idct,
    output reg  [7:0]  r_out,
    output reg  [7:0]  g_out,
    output reg  [7:0]  b_out,
    output reg         valid_out
);
    reg [15:0] x;
    always @(posedge clk or negedge rst_n) begin
        if (!rst_n) x <= 0;
        else if (valid_in) x <= (x == IMG_WIDTH-1) ? 0 : x + 1;
    end
    reg signed [8:0] cb_lat, cr_lat;
    always @(posedge clk or negedge rst_n) begin
        if (!rst_n) begin
            cb_lat <= 9'sd0; cr_lat <= 9'sd0; 
        end else if (valid_in) begin
            cb_lat <= cb_idct;
            cr_lat <= cr_idct;
        end
    end
    wire signed [10:0] y_val  = y_idct + 11'sd128;  
    wire signed [23:0] r_full, g_full, b_full;
    assign r_full = ($signed({13'd0, y_val}) << 8) + (cr_lat * 11'sd359);
    assign g_full = ($signed({13'd0, y_val}) << 8) - (cb_lat * 11'sd88) - (cr_lat * 11'sd183);
    assign b_full = ($signed({13'd0, y_val}) << 8) + (cb_lat * 11'sd454);
    wire signed [23:0] r_sh = r_full >>> 8;
    wire signed [23:0] g_sh = g_full >>> 8;
    wire signed [23:0] b_sh = b_full >>> 8;
    always @(posedge clk or negedge rst_n) begin
        if (!rst_n) begin
            r_out <= 0; g_out <= 0; b_out <= 0; valid_out <= 0;
        end else begin
            valid_out <= valid_in;
            if (valid_in) begin
                r_out <= (r_sh[23]) ? 8'd0 : (|r_sh[22:8]) ? 8'd255 : r_sh[7:0];
                g_out <= (g_sh[23]) ? 8'd0 : (|g_sh[22:8]) ? 8'd255 : g_sh[7:0];
                b_out <= (b_sh[23]) ? 8'd0 : (|b_sh[22:8]) ? 8'd255 : b_sh[7:0];
            end
        end
    end
endmodule
==> run.sh <==
#!/bin/bash
# OpenROAD 26Q1-2900-gdf79404cd8, Yosys 0.63+post, stock flow scripts
make -C /OpenROAD-flow-scripts/flow DESIGN_CONFIG=/design/flow/config.mk WORK_HOME=/design/flow/orfs finish
==> config.mk <==
export PLATFORM = sky130hd
export DESIGN_NAME = jpeg_ycbcr_to_rgb
export DESIGN_NICKNAME = jpeg_ycbcr_to_rgb
export VERILOG_FILES = /design/flow/design.v
export SDC_FILE = /design/flow/constraint.sdc
export NUM_CORES = 4
export LEC_CHECK = 1
export CORE_UTILIZATION = 30
==> constraint.sdc <==
current_design jpeg_ycbcr_to_rgb

set clk_period 8.3
set clk_io_pct 0.2

create_clock -name clk0 -period $clk_period [get_ports {clk}]

set non_clock_inputs [all_inputs -no_clocks]
set_input_delay [expr $clk_period * $clk_io_pct] -clock clk0 $non_clock_inputs
set_output_delay [expr $clk_period * $clk_io_pct] -clock clk0 [all_outputs]
==> impl_metrics.ini <==
; generated from flow reports
[synth]
ys_seq_frac = 0.1203
synth_cell_type_count = 58
postSynth.asyncResetShare = 1.000
ys_ff = 43
avgSynthCellArea_sq_um = 9.424
edf_count = 0
flop_cell = dfrtp_1
synth_cells = 949
ys_cells = 949
synth_area_sq_um = 8944
ys_chip_area_sq_um = 8944
yosysWarningCount = 1

[place]
gp_congestion = 0.8804
portBuffers = 54
place_area_sq_um = 9955
hpwl_um = 16960

[clock_tree]
clk_latency_ns = 0.31
cts_max_level = 2
cts_hold_repair.buffers = 0
cts_resized = 0
clock-root-buffer = clkbuf_16
postCtsSetupBuffers = 0
numCtsBuffers = 5
clk_pin_slew_ns = 0.08
cts_tree = done
clock-sinks = 43
clockBufferDepth = 2

[drt]
vias_per_cell = 4.612
highest_layer = met4
wl_met1_um = 9809
postRouteAntennaNets = 0
drt_wl_total_um = 19950
wl_met3_um = 1099
antenna_cells_inserted = 0
wl_per_cell_um = 14.35
drt_iter0_markers = 246
vias = 6411
drc = 0
dr_wl_met2_um = 8719
dr.pass1.iters = 5

[floorplan]
fp.dieW_um = 174.7
chipArea_sq_um = 30510
die_h_um = 174.7
coreArea_sq_um = 29010
rows = 62
ios = 57
fp_util = 0.3083

[worst_setup_path]
timing.rr.end = g_out[0]
crit_cells = 26
cp_data_required_time_ns = 8.50
reg2reg_depth = 26
worst-path-buf-inv = 3
crit_family = adder cells
startpoint = cb_lat[3]
cp-endpoint = g_out[0]
end_kind = flip-flop
reg2reg_from = cb_lat[3]
r2r_slack_ns = 1.09
start_kind = flip-flop
critPathKind = flip-flop to flip-flop
slowest_stage = fa_1
cp_data_arrival_time_ns = 7.41
critPathMaxStageDelay_ns = 0.54
path_max_fanout = 7

[grt]
grt_usage = 0.1459
grt_pass1_wl_um = 34020
grt_pass1_vias = 6582
antenna_found_initial = 0
grt_max_degree = 44
grt_overflow = 0

[final_layout]
fin_area_sq_um = 10150
register_area_sq_um = 1076
area_growth_pct = 13.50
logic_area_sq_um = 7000
n_fill_cell = 2941
drive_gt1_frac = 0.04771

[sta]
tightest_slew_ns = 0.7155
skew_ns = 0.01530
timing.fmax_mhz = 138.7
min_period_over_period = 0.8684
finalMaxSlewViolations = 0
setup_viol = 0
tns_ns = 0
rsz0062_at_grt = false
relSlewSlack = 0.5180
fin_crit_ns = 7.208
hold_viol_final = 0

[job]
tool_warnings = 55
cap_viol_max_count = 0

[worst_hold_path]
hold_path.class = flip-flop to flip-flop

[run_status]
status = complete, no violations
## cell usage in the layout (no fill, tap or decap), drive strengths merged, types with 6 or more instances in the layout
cell type and n:
o221a 17, nor2b 6, inv 222, o221ai 8, ha 194, o21a 7, dfrtp 43, buf 7
clkdlybuf4s50 52, nand2 44, fa 104, xnor2 40, or2 9, o21ai 35, xor2 17, a21oi 47
nand3 10, a21o 21, nand2b 10, nor3 9, nor2 33
## cells in the mapped netlist, types with 3 or more instances
master,n,area share
a211o_1,4,0.0039
a21boi_0,3,0.0025
a21o_1,21,0.018
a21oi_1,47,0.026
a31oi_1,3,0.0021
and3_1,3,0.0021
clkbuf_1,9,0.0038
dfrtp_1,43,0.12
fa_1,104,0.23
ha_1,194,0.27
inv_1,221,0.093
mux2_2,3,0.0038
mux2i_1,5,0.0056
nand2_1,43,0.018
nand2b_1,10,0.0070
nand3_1,10,0.0056
nand4_1,3,0.0021
nor2_1,33,0.014
nor2b_1,6,0.0042
nor3_1,9,0.0050
o21a_1,7,0.0059
o21ai_0,34,0.019
o21bai_1,5,0.0042
o221a_2,16,0.020
o221ai_1,8,0.0078
o31ai_1,3,0.0025
or2_2,8,0.0056
xnor2_1,40,0.039
xor2_1,17,0.017
## worst min path at each step
| stage | startpoint | end | slack, ns | cells past startpoint |
|---|---|---|---|---|
| final | g_out[1] | g_out[1] | 0.56 | 1 |
| after CTS | g_out[7] | g_out[7] | 0.57 | 1 |
| after global routing | g_out[1] | g_out[1] | 0.59 | 1 |
## registers in the layout (all words and copies together), names as in the netlist
name / cells
g_out: 8
valid_out: 1
cr_lat: 9
cb_lat: 9
b_out: 8
r_out: 8
## cells by family (layout without fill, tap and decap cells)
| logic type | after synthesis | in the layout | share of synthesized area |
|---|---|---|---|
| buf+inv | 231 | 288 | 0.09695 |
| xor+xnor | 58 | 58 | 0.05834 |
| simple gates | 137 | 137 | 0.07457 |
| compound gates | 174 | 174 | 0.1363 |
| mux | 8 | 8 | 0.009373 |
| fa+ha+maj | 298 | 298 | 0.5042 |
| flops | 43 | 43 | 0.1203 |
## final cells by class
class,instances,share of cell area
Multi-Input combinational cell,675,0.6896
Sequential cell,43,0.1060
Inverter,221,0.08172
Timing Repair Buffer,59,0.05596
Tap cell,384,0.04733
Clock buffer,5,0.01233
Clock inverter,3,0.007026
## stage by stage
| step | worst slack [ns] | hold slack (ns) | utilization | std cells |
|---|---|---|---|---|
| 2_1_floorplan | 1.649 | 0.5029 | - | 949 |
| 3_3_place_gp | 1.119 | 0.5462 | 0.3431 | 1382 |
| 3_5_place_dp | 1.062 | 0.5444 | 0.3431 | 1382 |
| 4_1_cts | 1.046 | 0.5662 | 0.3499 | 1390 |
| 5_1_grt | 0.5640 | 0.5882 | 0.3499 | 1390 |
| 6_report | 1.092 | 0.5619 | 0.3499 | 1390 |
## routing by layer
metal / up-vias / GRT usage
li1: 3240 / -
met1: 3033 / 0.2282
met2: 124 / 0.2201
met3: 14 / 0.02796
met4: 0 / 0.01812
met5: - / 0
