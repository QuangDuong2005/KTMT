### run.sh
#!/bin/bash
# OpenROAD 26Q1-2900-gdf79404cd8, Yosys 0.63+post, stock flow scripts
make -C /OpenROAD-flow-scripts/flow DESIGN_CONFIG=/design/flow/config.mk WORK_HOME=/design/flow/orfs finish
### config.mk
export PLATFORM = sky130hd
export DESIGN_NAME = jpeg_block_serializer
export DESIGN_NICKNAME = jpeg_block_serializer
export VERILOG_FILES = /design/flow/design.v
export SDC_FILE = /design/flow/constraint.sdc
export NUM_CORES = 4
export LEC_CHECK = 1
export CORE_UTILIZATION = 40
### constraint.sdc
current_design jpeg_block_serializer

set clk_period 234.8
set clk_io_pct 0.2

create_clock -name clk0 -period $clk_period [get_ports {clk}]

set non_clock_inputs [all_inputs -no_clocks]
set_input_delay [expr $clk_period * $clk_io_pct] -clock clk0 $non_clock_inputs
set_output_delay [expr $clk_period * $clk_io_pct] -clock clk0 [all_outputs]
### design.v
module jpeg_block_serializer (
    input wire clk,
    input wire rst_n,
    input wire block_valid,
    input wire [511:0] block_in,
    output reg ready,
    output reg pixel_valid,
    output reg [7:0] pixel_out,
    output reg block_done  
);
    reg active;
    reg [5:0] cnt;
    reg [511:0] shift_reg;
    always @(posedge clk or negedge rst_n) begin
        if (!rst_n) begin
            ready <= 1;
            active <= 0;
            pixel_valid <= 0;
            pixel_out <= 0;
            block_done <= 0;
            cnt <= 0;
            shift_reg <= 0;
        end else begin
            block_done <= 0;  
            if (ready && block_valid) begin
                ready <= 0;
                active <= 1;
                shift_reg <= block_in;  
                cnt <= 0;
                pixel_out <= block_in[7:0]; 
                pixel_valid <= 1;
            end else if (active) begin
                if (cnt == 63) begin
                    active <= 0;
                    ready <= 1;
                    pixel_valid <= 0;
                    block_done <= 1;  
                end else begin
                    cnt <= cnt + 1;
                    shift_reg <= {8'h00, shift_reg[511:8]};
                    pixel_out <= shift_reg[15:8]; 
                    pixel_valid <= 1;
                end
            end else begin
                pixel_valid <= 0;
            end
        end
    end
endmodule
==> flow_summary.html <==
<h3>Flow metrics</h3>
<table>
<tr><th>Metric</th><th>Value</th></tr>
<tr><th colspan="2">Floorplan</th></tr>
<tr><td>Horiz. Die Dim</td><td>260 um</td></tr>
<tr><td>FP Core Util</td><td>40.5%</td></tr>
<tr><td>IO Count</td><td>526</td></tr>
<tr><td>Placement row count</td><td>94</td></tr>
<tr><td>Total die size</td><td>0.0677 mm^2</td></tr>
<tr><td>Die outline height</td><td>260 um</td></tr>
<tr><td>Core region area</td><td>0.0659 mm^2</td></tr>
<tr><th colspan="2">Synthesis</th></tr>
<tr><td>Post-synth design cell area</td><td>0.0267 mm^2</td></tr>
<tr><td>Yosys synthesis warning count</td><td>1</td></tr>
<tr><td>Yosys cell types</td><td>30</td></tr>
<tr><td>Share of synthesized registers carrying an async set or reset</td><td>100%</td></tr>
<tr><td>Most used standard cell by instance count after synthesis</td><td>nand2_1</td></tr>
<tr><td>Yosys synthesis chip area</td><td>0.0267 mm^2</td></tr>
<tr><td>Number of instances in the synthesized netlist</td><td>2958</td></tr>
<tr><td>Compound-cell area share of the yosys netlist</td><td>29.1%</td></tr>
<tr><td>Synthesized area divided by synthesized cell count</td><td>9.02 um^2</td></tr>
<tr><td>Area fraction in and, or, nand and nor cells</td><td>14.9%</td></tr>
<tr><td>Synth top area share</td><td>48.8%</td></tr>
<tr><td>Most frequently used flop master after synthesis</td><td>dfrtp_1</td></tr>
<tr><td>Sequential share of the synthesized area</td><td>48.9%</td></tr>
<tr><td>Ys cells</td><td>2958</td></tr>
<tr><td>Count of library flops with an enable pin</td><td>0</td></tr>
<tr><td>Post-synthesis xor/xnor area fraction</td><td>0%</td></tr>
<tr><td>Top area cells in the synthesized netlist</td><td>dfrtp_1 49%, o211ai_1 28%, nand2_1 14%</td></tr>
<tr><td>Library cell occupying the most area in the post-synthesis netlist</td><td>dfrtp_1</td></tr>
<tr><td>Area fraction in mux cells</td><td>0.0750%</td></tr>
<tr><td>Commonest cells in the netlist</td><td>1019 x nand2_1, 998 x o211ai_1, 520 x dfrtp_1</td></tr>
<tr><td>Yosys adder share</td><td>0.0469%</td></tr>
<tr><td>Main logic family after synthesis</td><td>AND-OR/OR-AND gates</td></tr>
<tr><td>Number of synthesized register bits</td><td>521</td></tr>
<tr><th colspan="2">Timing</th></tr>
<tr><td>Slew @ Worst Pin</td><td>0.851 ns</td></tr>
<tr><td>Final hold slack</td><td>0.531 ns</td></tr>
<tr><td>Endpoints failing setup</td><td>0</td></tr>
<tr><td>Share of the clock period used by the worst path after layout</td><td>21.5%</td></tr>
<tr><td>Total count of hold-check failures in the final report</td><td>0</td></tr>
<tr><td>RSZ-0062 raised after global routing</td><td>false</td></tr>
<tr><td>Setup tns final</td><td>0 ns</td></tr>
<tr><td>Relative max-transition margin</td><td>43.2%</td></tr>
<tr><td>Maximum achievable frequency</td><td>0.0198 GHz</td></tr>
<tr><td>Final critical-path required period</td><td>50.43 ns</td></tr>
<tr><td>Maximum clock skew at final layout</td><td>0.0264 ns</td></tr>
<tr><td>Total count of max-transition violations in the final report</td><td>0</td></tr>
<tr><th colspan="2">Min path</th></tr>
<tr><td>Type of the worst min-delay path</td><td>flip-flop to flip-flop</td></tr>
<tr><th colspan="2">Power</th></tr>
<tr><td>Power density relative to cell area</td><td>10.7 mW/mm^2</td></tr>
<tr><td>Leakage</td><td>12.3 nW</td></tr>
<tr><td>Worst IR Drop VDD</td><td>0.00000855 V</td></tr>
<tr><td>Total power</td><td>0.358 mW</td></tr>
<tr><th colspan="2">Setup path</th></tr>
<tr><td>Reg2Reg Setup Slack</td><td>230.17 ns</td></tr>
<tr><td>Type of element capturing the critical path</td><td>flip-flop</td></tr>
<tr><td>Series of cell instances along the critical path</td><td>clkdlybuf4s50_1 -&gt; a21boi_4 -&gt; buf_4 -&gt; buf_4 -&gt; buf_4 -&gt; buf_4 -&gt; o211ai_1 -&gt; o211ai_1</td></tr>
<tr><td>Maximum fanout along the worst path</td><td>77</td></tr>
<tr><td>FF-to-FF Start</td><td>cnt[0]</td></tr>
<tr><td>Reg-to-Reg End</td><td>shift_reg[227]</td></tr>
<tr><td>Critical path capture point</td><td>shift_reg[297]</td></tr>
<tr><td>CP Launch Type</td><td>input port</td></tr>
<tr><td>Cell repeated most along the worst path</td><td>buf_4</td></tr>
<tr><td>Req. time, crit path</td><td>235.29 ns</td></tr>
<tr><td>Setup Crit Path Kind</td><td>input port to flip-flop</td></tr>
<tr><td>Delay contributed by the slowest stage of the critical path</td><td>0.77 ns</td></tr>
<tr><td>Number of cells traversed by the worst register-to-register path</td><td>8</td></tr>
<tr><td>Critical Path AT</td><td>50.92 ns</td></tr>
<tr><td>Worst setup path startpoint</td><td>block_valid</td></tr>
<tr><td>Cell type of the slowest stage on the worst timing path</td><td>buf_4</td></tr>
<tr><th colspan="2">Layout</th></tr>
<tr><td>Max reg flops</td><td>505</td></tr>
<tr><td>Fraction of final layout cells sized beyond drive strength 1</td><td>4.55%</td></tr>
<tr><td>Layout area overhead</td><td>25.8%</td></tr>
<tr><td>Design area</td><td>0.0336 mm^2</td></tr>
<tr><th colspan="2">Placement</th></tr>
<tr><td>Standard cell area after detailed placement</td><td>0.0316 mm^2</td></tr>
<tr><td>GPL Wtd Cong</td><td>0.911</td></tr>
<tr><td>I/O Buffers</td><td>525</td></tr>
<tr><td>HPWL Detailed</td><td>53.9 mm</td></tr>
<tr><th colspan="2">Clocking</th></tr>
<tr><td>Cell chosen for the clock root</td><td>clkbuf_16</td></tr>
<tr><td>Clock transition at the register clock pins on the worst setup and hold paths after CTS</td><td>0.06 ns</td></tr>
<tr><td>Buffer depth of the longest clock path</td><td>3</td></tr>
<tr><td>Number of clock sinks</td><td>521</td></tr>
<tr><td>Worst-Skew Late Latency</td><td>0.61 ns</td></tr>
<tr><td>CTS hold repair buffers</td><td>0</td></tr>
<tr><td>Number of buffers added by the clock tree synthesis step</td><td>57</td></tr>
<tr><td>Total setup buffers inserted after CTS</td><td>0</td></tr>
<tr><td>Number of cells upsized or downsized after cts</td><td>0</td></tr>
<tr><td>Level count of the clock H-tree</td><td>2</td></tr>
<tr><td>TritonCTS clock tree</td><td>built</td></tr>
<tr><th colspan="2">Global routing</th></tr>
<tr><td>Antenna violations before repair</td><td>20</td></tr>
<tr><td>Global-route wire length before repair</td><td>136 mm</td></tr>
<tr><td>Vias in the first global route</td><td>23800</td></tr>
<tr><td>Total routing usage reported by global routing</td><td>26.1%</td></tr>
<tr><td>Aggregate global routing overflow</td><td>0</td></tr>
<tr><td>Pin count of the biggest net entering global routing</td><td>174</td></tr>
<tr><th colspan="2">Detailed routing</th></tr>
<tr><td>DR vias/cell</td><td>5.79</td></tr>
<tr><td>Routed wire length per instance</td><td>20.8 um</td></tr>
<tr><td>Initial DRC Count</td><td>2617</td></tr>
<tr><td>Sum of routed wire length over all layers</td><td>86.5 mm</td></tr>
<tr><td>Pre-Repair DR Iteration Count</td><td>9</td></tr>
<tr><td>Final ANT Viol Nets</td><td>0</td></tr>
<tr><td>Number of design rule violations left after detail routing</td><td>0</td></tr>
<tr><td>Routed vias</td><td>24100</td></tr>
<tr><th colspan="2">Job</th></tr>
<tr><td>Count of warning messages emitted by the tools</td><td>43</td></tr>
<tr><td>Number of violations of the max-capacitance limit</td><td>0</td></tr>
<tr><th colspan="2">Status</th></tr>
<tr><td>Run status</td><td>completed</td></tr>
</table>
-- cell type report --
| type | instances | area (um^2) |
|---|---|---|
| inverters | 2 | 7.51 |
| flip-flops and latches | 521 | 13000 |
| repair buffers | 570 | 5670 |
| multi-input cells | 2082 | 11800 |
| clock buffers | 82 | 1710 |
| fillers | 5854 | 32300 |
| clock inverters | 21 | 211 |
| diodes | 14 | 35.0 |
| well taps | 864 | 1080 |
-- worst min path at each step --
stage	start	end	slack [ns]	depth (start not counted)
4_1_cts	shift_reg[505]	shift_reg[505]	0.54	2
6_report	shift_reg[505]	shift_reg[505]	0.53	2
5_1_grt	shift_reg[510]	shift_reg[510]	0.56	2
-- kinds of logic (layout without fill, tap and decap cells) --
family	after synthesis	count (layout)
simple gates	1044	1044
fa+ha+maj	1	1
buf+inv	355	675
other cells	0	14
flops	521	521
mux	2	2
compound gates	1035	1035
-- per-layer routing --
| metal | routed length (um) | vias up | GRT usage (%) |
|---|---|---|---|
| li1 | - | 11300 | - |
| met1 | 38100 | 11800 | 41.0 |
| met2 | 39800 | 834 | 37.5 |
| met3 | 6260 | 126 | 6.09 |
| met4 | 2230 | 14 | 7.12 |
| met5 | 92 | - | 0 |
-- power breakdown --
| part | internal, mW | switching [mW] | leakage, nW |
|---|---|---|---|
| Sequential | 0.119 | 0.0177 | 7.02 |
| Combinational | 0.0429 | 0.0869 | 4.35 |
| Clock | 0.0547 | 0.0375 | 0.964 |
| Total | 0.216 | 0.142 | 12.3 |
-- stage by stage --
step / util [%] / worst slack (ns) / cells
floorplan: - / 186.83 / 2958
global placement: 48.0 / 183.98 / 4039
detailed placement: 48.0 / 183.89 / 4039
CTS: 50.9 / 184.52 / 4142
global route: 51.0 / 184.22 / 4154
finish: 51.0 / 184.37 / 4156
-- critical path: cells and delay by family --
kind            cells  cell delay [ns]
compound gates      3             0.57
buf+inv             5             3.26
-- cell usage in the layout (no fill, tap or decap), drive strengths merged, types with 2 or more instances in the layout --
master and instances:
diode 14, buf 46, and3 2, o211ai 998, a31oi 2, o21ai 9, nand2 1019, clkdlybuf4s50 524
nor3 4, o2111ai 10, dfrtp 520, a21oi 2, nand3 12, nand2b 2, and2 2, clkinv 15
a2bb2oi 10, inv 3, mux2i 2, clkbuf 82, bufinv 4
Power figures rest on the tool's default switching activity, not on a simulated workload.
